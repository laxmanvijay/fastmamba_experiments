`flow/config.mk`:
```
export PLATFORM = sky130hd
export DESIGN_NAME = pau
export DESIGN_NICKNAME = pau
export VERILOG_FILES = /design/flow/design.v
export SDC_FILE = /design/flow/constraint.sdc
export NUM_CORES = 4
export LEC_CHECK = 1
export CORE_UTILIZATION = 50
```
`flow/constraint.sdc`:
```
current_design pau

set clk_period 6.2
set clk_io_pct 0.2

create_clock -name clk0 -period $clk_period [get_ports {clk}]

set non_clock_inputs [all_inputs -no_clocks]
set_input_delay [expr $clk_period * $clk_io_pct] -clock clk0 $non_clock_inputs
set_output_delay [expr $clk_period * $clk_io_pct] -clock clk0 [all_outputs]
```
`flow/design.v`:
```
module pau #(
    parameter NUM_LANES  = 4,
    parameter DATA_WIDTH = 16
)(
    input  wire clk,
    input  wire rst,    
    input  wire [NUM_LANES*DATA_WIDTH-1:0] A_flat,
    input  wire [NUM_LANES*DATA_WIDTH-1:0] B_flat,
    output reg  [NUM_LANES*(DATA_WIDTH+1)-1:0] P_flat    
);
    localparam OUT_W = DATA_WIDTH + 1;
    wire [OUT_W-1:0] lane_sum [0:NUM_LANES-1];
    genvar i;
    generate
        for (i = 0; i < NUM_LANES; i = i + 1) begin : ADD_LANE
            wire [DATA_WIDTH-1:0] Ai =
                A_flat[(i+1)*DATA_WIDTH-1 -: DATA_WIDTH];
            wire [DATA_WIDTH-1:0] Bi =
                B_flat[(i+1)*DATA_WIDTH-1 -: DATA_WIDTH];
            assign lane_sum[i] = {1'b0, Ai} + {1'b0, Bi};
        end
    endgenerate
    integer j;
    always @(posedge clk) begin
        if (rst) begin
            P_flat <= {NUM_LANES*(OUT_W){1'b0}};
        end else begin
            for (j = 0; j < NUM_LANES; j = j + 1) begin
                P_flat[(j+1)*OUT_W-1 -: OUT_W] <= lane_sum[j];
            end
        end
    end
endmodule
```
`flow/run.sh`:
```
#!/bin/bash
# OpenROAD 26Q1-2900-gdf79404cd8, Yosys 0.63+post, stock flow scripts
make -C /OpenROAD-flow-scripts/flow DESIGN_CONFIG=/design/flow/config.mk WORK_HOME=/design/flow/orfs finish
```
==> deck_impl_summary.md <==
Implementation Results

Clock network
  – Maximum clock path buffer count: 2
  – Hold buffers post-CTS: 0
  – TritonCTS clock tree: done
  – Number of setup buffers added after CTS: 0
  – Clk pin slew, worst setup/hold paths: 80 ps
  – Clock buffers created by TritonCTS: 9
  – Gates resized, CTS repair: 0
  – Buffer type at the clock tree root: sky130_fd_sc_hd__clkbuf_8
  – Clock sink total: 68
  – H-tree levels: 3

Die
  – Width of the die: 97.3 µm
  – Row count: 34
  – Count of pins on the block boundary: 198
  – Die extent in y: 97.3 µm
  – Chip area: 9470 µm²
  – Floorplan core area: 8760 µm²
  – Fp_density: 51.8%

Global route
  – Fraction of met2 tracks used by global routing: 39.7%
  – Met3 Track Usage GR: 8.35%
  – GRT overflow: 0
  – Met1 global-route usage: 31.6%
  – First-pass GRT wire length: 18600 µm
  – Busiest layer in global routing: met2
  – Global Route Usage Sum: 24.1%
  – Maximum number of pins on one net before global-route repair: 79
  – Initial antenna violation count: 0
  – Vias in the first global route: 4266

Synthesis
  – Count of library flops with an enable pin: 0
  – Number of cells in Yosys stat: 513
  – Sequential cell area fraction in the yosys report: 30.0%
  – Synth Instances: 513
  – Unique cell type count in the Yosys netlist: 56
  – Number of warnings reported in the yosys synthesis log: 1
  – Share of flip-flops with an asynchronous set or reset: 0%
  – Registers, synthesis: 68
  – Synthesized chip area reported by yosys: 4540 µm²
  – Synth Flop Type: sky130_fd_sc_hd__dfxtp_1
  – Avg Synthesized Cell Area: 8.85 µm²
  – Area of the mapped netlist: 4540 µm²

Route
  – Antenna diode instance count: 0
  – Final wirelength: 11100 µm
  – Via-to-Cell Ratio: 5.42
  – Number of vias after detailed routing: 4470
  – Post-route DRC violation count: 0
  – Number of detailed-routing iterations run before antenna repair: 4
  – DR WL/cell: 13.4 µm
  – Residual antenna-violating net count after detailed routing: 0
  – Number of design-rule violations left by the first detailed-router iteration: 126

Min path
  – Terminating pin of the worst hold path: P_flat[8]
  – Number of cells on the worst hold path: 3
  – Startpoint of the worst hold path: rst
  – Type of the tightest min-delay check: primary input to flop

Timing
  – Final WS setup: 2860 ps
  – Final Max Tran Viols: 0
  – Post-Route Setup TNS: 0 ps
  – Final period demand of the worst path: 3340 ps
  – Unrepaired setup endpoints after global routing: false
  – Worst slew slack as a fraction of its limit: 46.5%
  – Final hold viol count: 0
  – Fmax: 300 MHz
  – Share of the cycle needed by the critical path after routing: 53.8%
  – Setup violation total in the final timing report: 0
  – Pin slew with the least headroom to its limit: 803 ps

Layout
  – Biggest registers after layout: P_flat (68)
  – Register with the most flip-flops: P_flat
  – Fraction of layout cells with a size suffix above 1: 4.18%
  – Synthesis-to-layout area growth: 50.8%
  – Final std cells w/o fill: 825
  – Core occupancy in the finished layout: 78.1%
  – Fill cell total of the finished layout: 592
  – Max reg flops: 68

Placement
  – Final weighted congestion in routability-driven placement: 0.910
  – Placed wire-length estimate: 8740 µm
  – Number of port buffers: 197
  – DP Cell Count: 809
  – Setup Slack @ Placement: 2520 ps

Critical path
  – Class of the most critical setup path: primary input to flop
  – Largest fanout on the critical path: 3
  – Required time of the critical path: 6410 ps
  – Data arrival time at the worst-slack endpoint: 3540 ps
  – Worst setup SP type: primary input
  – Crit end category: flop

Job
  – Max-cap violations: 0
  – Tool Warnings: 26

Power
  – Pwr per Cell Area: 210 nW/µm²
  – Lkg Pwr: 0.00292 µW
  – Maximum resistive drop on vdd: 0.168 mV
  – PnR Total Power: 1440 µW

Run status
  – Outcome: completed
cell families after synthesis:
family	Yosys count	share of synthesized area [%]
flops	68	30.0
xor+xnor	34	6.56
buf+inv	19	1.57
mux	9	2.23
simple gates	165	17.4
compound gates	150	22.9
fa+ha+maj	68	19.4
synthesized netlist by cell type, types with 2 or more instances:
master | n | area, µm²
sky130_fd_sc_hd__a211oi_1 | 18 | 135
sky130_fd_sc_hd__a21o_1 | 26 | 195
sky130_fd_sc_hd__a21oi_1 | 34 | 170
sky130_fd_sc_hd__a21oi_2 | 2 | 17.5
sky130_fd_sc_hd__a311oi_1 | 3 | 26.3
sky130_fd_sc_hd__a31oi_1 | 6 | 37.5
sky130_fd_sc_hd__and2_1 | 5 | 31.3
sky130_fd_sc_hd__and3_1 | 2 | 12.5
sky130_fd_sc_hd__buf_1 | 3 | 11.3
sky130_fd_sc_hd__clkbuf_1 | 7 | 26.3
sky130_fd_sc_hd__dfxtp_1 | 68 | 1360
sky130_fd_sc_hd__fa_1 | 4 | 80.1
sky130_fd_sc_hd__ha_1 | 64 | 801
sky130_fd_sc_hd__inv_1 | 9 | 33.8
sky130_fd_sc_hd__mux2_1 | 9 | 101
sky130_fd_sc_hd__nand2_1 | 21 | 78.8
sky130_fd_sc_hd__nand2b_1 | 3 | 18.8
sky130_fd_sc_hd__nand3_1 | 11 | 55.1
sky130_fd_sc_hd__nand4_1 | 5 | 31.3
sky130_fd_sc_hd__nor2_1 | 72 | 270
sky130_fd_sc_hd__nor2b_1 | 22 | 138
sky130_fd_sc_hd__nor3_1 | 14 | 70.1
sky130_fd_sc_hd__o211a_1 | 2 | 20.0
sky130_fd_sc_hd__o211ai_1 | 3 | 22.5
sky130_fd_sc_hd__o21a_1 | 9 | 67.6
sky130_fd_sc_hd__o21ai_0 | 18 | 90.1
sky130_fd_sc_hd__o21ai_1 | 5 | 25.0
sky130_fd_sc_hd__o21bai_1 | 6 | 45.0
sky130_fd_sc_hd__o31ai_1 | 3 | 22.5
sky130_fd_sc_hd__xnor2_1 | 20 | 175
sky130_fd_sc_hd__xor2_1 | 14 | 123
power breakdown:
group | total [µW] | internal, µW | switching, µW
registers | 506 | 492 | 13.5
clock network | 433 | 258 | 174
logic | 502 | 301 | 201
total | 1440 | 1050 | 389
cells in the final DEF (no fill, tap or decap), types with 2 or more instances in the layout:
master                            instances
sky130_fd_sc_hd__and3_1                   2
sky130_fd_sc_hd__o31ai_1                  3
sky130_fd_sc_hd__nor2b_1                 22
sky130_fd_sc_hd__dfxtp_1                 68
sky130_fd_sc_hd__o21ai_1                  5
sky130_fd_sc_hd__a311oi_1                 3
sky130_fd_sc_hd__bufinv_16                2
sky130_fd_sc_hd__a21oi_1                 34
sky130_fd_sc_hd__xor2_1                  14
sky130_fd_sc_hd__nand2b_1                 3
sky130_fd_sc_hd__ha_1                    64
sky130_fd_sc_hd__xnor2_1                 20
sky130_fd_sc_hd__o21bai_1                 6
sky130_fd_sc_hd__and2_1                   5
sky130_fd_sc_hd__nor2_1                  72
sky130_fd_sc_hd__a21o_1                  26
sky130_fd_sc_hd__o21a_1                   9
sky130_fd_sc_hd__nand3_1                 11
sky130_fd_sc_hd__inv_1                    9
sky130_fd_sc_hd__clkdlybuf4s50_1        196
sky130_fd_sc_hd__o211ai_1                 3
sky130_fd_sc_hd__a31oi_1                  6
sky130_fd_sc_hd__nand2_1                 21
sky130_fd_sc_hd__a211oi_1                18
sky130_fd_sc_hd__clkinv_2                 2
sky130_fd_sc_hd__nor3_1                  14
sky130_fd_sc_hd__fa_1                     4
sky130_fd_sc_hd__clkbuf_8                12
sky130_fd_sc_hd__mux2_1                   9
sky130_fd_sc_hd__a21oi_2                  2
sky130_fd_sc_hd__o211a_1                  2
sky130_fd_sc_hd__nand4_1                  5
sky130_fd_sc_hd__o21ai_0                 18
how the worst max path moves through the flow:
| stage | from | to | slack, ps | cells past startpoint |
|---|---|---|---|---|
| after CTS | A_flat[32] | P_flat[44] | 2890 | 9 |
| after global routing | B_flat[32] | P_flat[44] | 2710 | 9 |
| final | A_flat[0] | P_flat[14] | 2860 | 9 |
metal layers:
layer / part of all wire, % / routed length, µm
met4: 2.1 / 235
met5: 0 / 0
met1: 43 / 4790
met3: 9.7 / 1070
met2: 45 / 4990
through the flow:
stage,area (µm²),hold slack [ps]
2_1_floorplan,4540,1460
3_3_place_gp,6610,1900
3_5_place_dp,6610,1900
4_1_cts,6850,1560
5_1_grt,6850,1590
6_report,6850,1570
layout make-up:
class	count	area, µm²	area share (%)
Clock inverter	4	70.1	1.02
Sequential cell	68	1360	19.9
Timing Repair Buffer	198	1970	28.8
Inverter	9	33.8	0.493
Tap cell	108	135	1.97
Clock buffer	12	165	2.41
Multi-Input combinational cell	426	3110	45.4
critical path, cell delays in order:
cell,delay [ps]
sky130_fd_sc_hd__clkdlybuf4s50_1,400
sky130_fd_sc_hd__ha_1,230
sky130_fd_sc_hd__fa_1,420
sky130_fd_sc_hd__a211oi_1,390
sky130_fd_sc_hd__o21ai_1,130
sky130_fd_sc_hd__a21oi_1,290
sky130_fd_sc_hd__o211a_1,250
sky130_fd_sc_hd__xnor2_1,70
sky130_fd_sc_hd__nor2b_1,130
No activity file was given, so power comes from the tool's default toggle rates.
